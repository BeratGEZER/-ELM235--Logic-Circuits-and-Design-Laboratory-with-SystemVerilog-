==> ./design.v <==
module lab3_g29_p4_nand_gate2(
    input logic A0, A1, A2, A3,
    output logic a0, a1, a2, a3,
    output logic b0, b1, b2, b3,
    output logic c0, c1, c2, c3,
    output logic d0, d1, d2, d3
);
    logic q0, q1, q2, q3;
    assign q0 = ~A0 & ~A1;  
    assign q1 = ~A0 & A1;   
    assign q2 = A0 & ~A1;   
    assign q3 = A0 & A1;    
    assign a0 = ~(q0 & ~A2 & ~A3);  
    assign a1 = ~(q0 & ~A2 & A3);   
    assign a2 = ~(q0 & A2 & ~A3);   
    assign a3 = ~(q0 & A2 & A3);    
    assign b0 = ~(q1 & ~A2 & ~A3);  
    assign b1 = ~(q1 & ~A2 & A3);   
    assign b2 = ~(q1 & A2 & ~A3);   
    assign b3 = ~(q1 & A2 & A3);    
    assign c0 = ~(q2 & ~A2 & ~A3);  
    assign c1 = ~(q2 & ~A2 & A3);   
    assign c2 = ~(q2 & A2 & ~A3);   
    assign c3 = ~(q2 & A2 & A3);    
    assign d0 = ~(q3 & ~A2 & ~A3);  
    assign d1 = ~(q3 & ~A2 & A3);   
    assign d2 = ~(q3 & A2 & ~A3);   
    assign d3 = ~(q3 & A2 & A3);    
endmodule
==> ./run.sh <==
#!/bin/bash
# OpenROAD 26Q1-2900-gdf79404cd8, Yosys 0.63+post, stock flow scripts
make -C /OpenROAD-flow-scripts/flow DESIGN_CONFIG=/design/flow/config.mk WORK_HOME=/design/flow/orfs finish
==> ./config.mk <==
export PLATFORM = sky130hd
export DESIGN_NAME = lab3_g29_p4_nand_gate2
export DESIGN_NICKNAME = lab3_g29_p4_nand_gate2
export VERILOG_FILES = /design/flow/design.v
export SDC_FILE = /design/flow/constraint.sdc
export NUM_CORES = 4
export LEC_CHECK = 1
export CORE_AREA = 10 10 70 70
export DIE_AREA = 0 0 80 80
==> ./constraint.sdc <==
current_design lab3_g29_p4_nand_gate2

set clk_period 1.6
set clk_io_pct 0.2

create_clock -name clk0 -period $clk_period

set non_clock_inputs [all_inputs -no_clocks]
set_input_delay [expr $clk_period * $clk_io_pct] -clock clk0 $non_clock_inputs
set_output_delay [expr $clk_period * $clk_io_pct] -clock clk0 [all_outputs]
==> summary.txt <==
fresh numbers from the pnr run: status=finished clean, fp_density=5.458%, gr usage total=about 2.2%, Critical Path Fanout Max=11, Worst Path Arrival=about 1200 ps, VDD IR max=between 0.00002 and 0.00003 V, final WL=between 800 and 900 um, clock power share=0%, Hold Buf Count CTS=0, Iteration-0 DRC Markers=5, initial antenna violation count=0, Final Wtd Congestion=between 0.7 and 0.8, Power Internal=slightly below 40 uW, CP Buf/Inv Count=3, CORE AREA=roughly 3400 um2, fill count=between 400 and 500, Die Wd=roughly 80 um, Yosys warning count=0, Seq Cell Count=0, per-cell routed wire length=around 10 um, Synth cell types=8, Area leader share=between 30% and 40%, sequential share of power=0%, WP data required=1280 ps, Setup violations, final=0, CP Cell Sequence=buf_2 > buf_6 > nand4bb_1 > clkdlybuf4s50_1, critical path launch point type=primary input, cell type with the largest total area=nand4bb_1, top cells, area=nand4bb_1 36%, nand4b_1 19%, or4b_1 16%, FP Rows=21, RSZ-0062 raised after global routing=false, fmax=between 0.6 and 0.7 GHz, slowest cell on the critical path=clkdlybuf4s50_1, Final Hold Vio Count=0, TNS Setup=0 ps, most numerous cell in the Yosys netlist=nand4bb_1, diodes inserted=0, crit-path leading delay family=buffers and inverters, PostCTS Resize Cnt=21, Post-CTS Setup Inserts=0, Final min period=roughly 1500 ps, drt first pass iters=2, PortBufs=20, Slew @ Worst Pin=109.3 ps, max_cap viols=0, Antenna Nets Post-Route=0, Post-Syn Instances=20, total tool warning count=32, cycle use final=between 90% and 100%, slew margin rel.=approximately 93%, Logic pwr share=approximately 100%, Die Size=6400 um2, ys cells=20, GRT overflow=0, DRC=0, P_sw=roughly 27 uW, Post-Syn Area=roughly 190 um2, Core Util, Final=12.97%, yosys synthesis chip area=roughly 190 um2, Post-synth seq share=0%, Place WS=-494.0 ps, leakage dissipation=around 0.00013 uW, crit end category=primary output, Die Y=80 um, HP Class=in2out, total number of vias=273, Setup CP Type=in2out, Max stage delay on crit path=490 ps, final worst setup slack=about 53 ps, CLK BUF=0, register area=0 um2, Slew Viols, Final=0, top cells by count=6 x nand4bb_1, 4 x nand4b_1, 3 x clkbuf_1, 3 x or4b_1, area grow syn2layout=137.6%, Via density=roughly 3.2, number of global-route vias before repair=between 200 and 250, IO Count=20, switching share of total power=a little over 40%, Final Total Pwr=approximately 66 uW, share of layout cells above drive strength 1=approximately 25%, power per cell area=150.0 nW/um2, first-pass GRT wire length=~1100 um, Syn Area/Cell=between 9 and 10 um2, logic area=163.9 um2, Final HPWL DP=652.7 um, largest net degree at the start of global routing=12
path summary, 6_finish.rpt:
check | from | to | depth (start not counted)
min | A2 | a1 | 3
max | A3 | d0 | 4
cell type report:
type                            instances  area share (%)
Timing Repair Buffer                   24           50.00
Multi-Input combinational cell         16           37.01
Tap cell                               46           12.99
layer usage:
layer | routed length (um) | global-route usage (%) | vias up
li1 | - | - | 131
met1 | 424 | 3.494 | 122
met2 | 194 | 1.605 | 20
met3 | 243 | 2.386 | 0
met4 | 0 | 0 | 0
met5 | 0 | 0 | -
power groups by stage:
stage / registers, uW / logic, uW / clock network, uW
4_1_cts: 0 / 62.8 / 0
6_report: 0 / 66.5 / 0
5_1_grt: 0 / 71.9 / 0
cells in the final DEF (no fill, tap or decap):
cell and count:
buf_2 4, buf_6 4, clkdlybuf4s50_1 10, dlygate4sd2_1 5, dlymetal6s2s_1 1, nand4_1 1
nand4b_1 4, nand4bb_1 6, or4_4 1, or4b_1 3, or4b_4 1
logic make-up (layout without fill, tap and decap cells):
family                 count (synthesis)  in the layout  share of synthesized area (%)
buffers and inverters                  4             24                          12.08
AND/OR/NAND/NOR                       16             16                          87.92
per-stage QoR:
stage          instances  instance area [um2]  hold WS [ps]
5_1_grt               86                442.9          1109
6_report              86                442.9          1069
3_3_place_gp          86                451.7          1767
4_1_cts               86                425.4          1063
2_1_floorplan         20                186.4         685.2
3_5_place_dp          86                451.7          1768
Power is estimated from default activity; no workload was simulated.
