$ cat flow/config.mk
export PLATFORM = sky130hd
export DESIGN_NAME = lab3_g29_p4_2
export DESIGN_NICKNAME = lab3_g29_p4_2
export VERILOG_FILES = /design/flow/design.v
export SDC_FILE = /design/flow/constraint.sdc
export NUM_CORES = 4
export LEC_CHECK = 1
export CORE_AREA = 10 10 70 70
export DIE_AREA = 0 0 80 80
$ cat flow/run.sh
#!/bin/bash
# OpenROAD 26Q1-2900-gdf79404cd8, Yosys 0.63+post, stock flow scripts
make -C /OpenROAD-flow-scripts/flow DESIGN_CONFIG=/design/flow/config.mk WORK_HOME=/design/flow/orfs finish
$ cat flow/design.v
module lab3_g29_p4_2(
	input logic A0,A1,A2,A3,
	output logic a0,a1,a2,a3,b0,b1,b2,b3,c0,c1,c2,c3,d0,d1,d2,d3
);
assign q0 = (~A0 & ~A1) 	;
assign q1 = (~A0 &  A1)	;
assign q2 = ( A0 & ~A1)	;
assign q3 = ( A0 &  A1)	;
assign a0 = ~(q0&~A2 & ~A3) 	;
assign a1 = ~(q0&~A2 &  A3)	;
assign a2 = ~(q0& A2 & ~A3)	;
assign a3 = ~(q0& A2 &  A3)	;
assign b0 = ~(q1&~A2 & ~A3) ;
assign b1 = ~(q1&~A2 &  A3)	;
assign b2 = ~(q1& A2 & ~A3)	;
assign b3 = ~(q1& A2 &  A3)	;
assign c0 = ~(q2&~A2 & ~A3) ;
assign c1 = ~(q2&~A2 &  A3)	;
assign c2 = ~(q2& A2 & ~A3)	;
assign c3 = ~(q2& A2 &  A3)	;
assign d0 = ~(q3&~A2 & ~A3) ;
assign d1 = ~(q3&~A2 &  A3)	;
assign d2 = ~(q3& A2 & ~A3)	;
assign d3 = ~(q3& A2 &  A3)	;
endmodule
$ cat flow/constraint.sdc
current_design lab3_g29_p4_2

set clk_period 1.0
set clk_io_pct 0.2

create_clock -name clk0 -period $clk_period

set non_clock_inputs [all_inputs -no_clocks]
set_input_delay [expr $clk_period * $clk_io_pct] -clock clk0 $non_clock_inputs
set_output_delay [expr $clk_period * $clk_io_pct] -clock clk0 [all_outputs]
==> deck_impl_summary.md <==
Physical Implementation Snapshot

Status
  • Status: finished with violations
  • Violated checks: setup timing

Critical path
  • Crit-path cells: buf_12 > or4_4 > buf_6
  • WP buf/inv: 2
  • Critical Path Sink Type: primary output
  • Slowest CP cell: or4_4
  • CP Data Required Time: approximately 0.8 ns
  • CP max stage delay: ~0.52 ns
  • WS Path Type: input port to primary output
  • CP delay by family, top: simple AND/OR/NAND/NOR gates
  • Critical path arrival: about 0.95 ns
  • CP startpoint kind: input port
  • Crit path max fanout: 7

Drt
  • DR vias: between 200 and 300
  • ANT nets after route: 0
  • DRT iter0 DRCs: 6
  • Routed len/inst: 12.8 um
  • DRC viols: 0
  • Post-Route WL: between 1000 and 1500 um
  • Via/cell ratio: around 3.2
  • Drt pass-1 iters: 4
  • Diode count: 0

Floorplan
  • Floorplan Utilization: 0.0546
  • Die W: approximately 80 um
  • Core area: between 3000 and 4000 um2
  • Die H: approximately 80 um
  • FP Rows: 21
  • DIE AREA: between 6000 and 7000 um2
  • I/O Pins: 20

Final timing
  • Slew Limit Headroom: 0.935
  • Max Clock Freq: a little under 0.9 GHz
  • RSZ-0062 raised after global routing: yes
  • Setup ws final: -0.151 ns
  • Fin. max-slew vios: 0
  • Final setup violation count: 5
  • Final period util: 1.15
  • Final Hold Violating Endpoints: 0
  • Final critical-path required period: 1.15 ns
  • Slew @ Worst Pin: approximately 0.096 ns

Layout
  • Final design utilization: 0.138
  • Reg area: 0 um2
  • Syn-to-layout area delta: 153%
  • Share of layout cells above drive strength 1: 0.667
  • Flop Count: 0
  • Clock Buffer Count: 0
  • Non-filler cells, final: 91
  • FILL cells: 405

Placed design
  • Input/output buffers: 20
  • Placed cell count: about 86
  • Detailed-placement wirelength estimate: around 650 um
  • Routability Congestion: 0.769

Synthesis
  • Most frequent cell after synthesis: nand4bb_1
  • Syn Inst Count: 20
  • Top cells by count, synth: 6 x nand4bb_1, 4 x nand4b_1, 3 x clkbuf_1, 3 x or4b_1
  • Post-Syn Area: 186 um2
  • Synth warn: 4
  • Top cell area share: 0.362
  • Register area share after synthesis: 0
  • Synth cell types: 8
  • Area leader, netlist: nand4bb_1
  • Biggest area cells: nand4bb_1 36%, nand4b_1 19%, or4b_1 16%
  • Yosys Instances: 20
  • Chip area in the Yosys report: ~190 um2
  • Syn avg cell area: 9.32 um2

Global route
  • First-pass GRT wire length: approximately 1700 um
  • Number of global-route vias before repair: 299
  • GRT Resource Usage Total: 0.0330
  • Grt total ovfl: 0
  • Initial antenna violation count: 0
  • Pin count of the biggest net entering global routing: 8

Clock tree
  • Hold_buf cts: 0

Pwr
  • Pwr Density: 302 nW/um2
  • Leakage: 0.160 nW
  • Maximum vdd ir drop: ~0.000055 V

Job
  • Max Cap Viol: 0
  • Number of OpenROAD warnings: 34

Worst hold path
  • Hold WC Path Type: input port to primary output
cell families after synthesis:
kind of cell	Yosys count	share of synthesized area
AND/OR/NAND/NOR	16	0.879
buffers and inverters	4	0.121
power breakdown:
| part | switching, mW | internal (mW) |
|---|---|---|
| combinational | 0.0539 | 0.0887 |
| clock | 0 | 0 |
| sequential | 0 | 0 |
metrics by stage:
stage | power [mW] | hold slack, ns | cell area (um2) | setup slack (ns) | setup TNS (ns)
6_report | 0.143 | 0.661 | 472 | -0.151 | -0.709
5_1_grt | 0.152 | 0.681 | 472 | -0.175 | -0.795
4_1_cts | 0.135 | 0.670 | 464 | -0.155 | -0.711
3_5_place_dp | 0.111 | 1.53 | 452 | -0.854 | -12.50
3_3_place_gp | 0.110 | 1.53 | 452 | -0.850 | -12.43
2_1_floorplan | 0.0403 | 0.445 | 186 | 0.0467 | 0
layout make-up:
| cell class | instances | area [um2] | area share |
|---|---|---|---|
| multi-input cells | 16 | 164 | 0.347 |
| well taps | 46 | 57.6 | 0.122 |
| repair buffers | 29 | 250 | 0.531 |
layer usage:
layer | wire length (um) | track usage | up-vias
met5 | 0 | 0 | -
met4 | 0 | 0 | 0
met3 | 203 | 0.0182 | 0
met2 | 300 | 0.0257 | 23
met1 | 662 | 0.0626 | 133
li1 | - | - | 139
path summary, 6_finish.rpt:
| kind | cells after the start | from | end |
|---|---|---|---|
| min | 3 | A1 | a1 |
| max | 3 | A3 | a0 |
repair_timing:
action,CTS,global route
setup endpoints to repair,16,12
pin swaps,2,6
buffers inserted,1,2
cloned,4,0
resized,79,8
cell usage in the layout, fill, tap and decap left out:
cell / Yosys / routed
buf_12: 0 / 2
buf_2: 0 / 11
buf_4: 0 / 2
buf_6: 1 / 9
buf_8: 0 / 1
clkbuf_2: 0 / 3
dlygate4sd2_1: 0 / 1
nand4_1: 1 / 1
nand4b_1: 4 / 4
nand4bb_1: 6 / 6
or4_4: 1 / 1
or4b_1: 3 / 3
or4b_4: 1 / 1
Power is estimated from default activity; no workload was simulated.
