### flow/run.sh
#!/bin/bash
# OpenROAD 26Q1-2900-gdf79404cd8, Yosys 0.63+post, stock flow scripts
make -C /OpenROAD-flow-scripts/flow DESIGN_CONFIG=/design/flow/config.mk WORK_HOME=/design/flow/orfs finish
### flow/config.mk
export PLATFORM = sky130hd
export DESIGN_NAME = alu
export DESIGN_NICKNAME = alu
export VERILOG_FILES = /design/flow/design.v
export SDC_FILE = /design/flow/constraint.sdc
export NUM_CORES = 4
export LEC_CHECK = 1
export CORE_UTILIZATION = 50
### flow/constraint.sdc
current_design alu

set clk_period 8.4
set clk_io_pct 0.2

create_clock -name clk0 -period $clk_period

set non_clock_inputs [all_inputs -no_clocks]
set_input_delay [expr $clk_period * $clk_io_pct] -clock clk0 $non_clock_inputs
set_output_delay [expr $clk_period * $clk_io_pct] -clock clk0 [all_outputs]
### flow/design.v
module alu (
    input logic [31:0] A,         
    input logic [31:0] B,         
    input logic [3:0] OPCODE,     
    output logic [31:0] Result,   
    output logic N,               
    output logic Z,               
    output logic V,               
    output logic C,               
    output logic Error            
);
    logic [4:0] shift_amount;
    assign shift_amount = B[4:0];
    always_comb begin
        N = 0;
        Z = 0;
        V = 0;
        C = 0; 
        Error = 0;
        Result = 0;  
        case (OPCODE)
            4'b0000: {C, Result} = A + B;  
            4'b1000: {C, Result} = A - B;  
            4'b0001: Result = A << shift_amount;  
            4'b0010: Result = (A > B) ? 32'h1 : 32'h0;  
            4'b0011: Result = ($unsigned(A) > $unsigned(B)) ? 32'h1 : 32'h0;  
            4'b0100: Result = A ^ B;       
            4'b0101: Result = A >> shift_amount;  
            4'b1101: Result = $signed(A) >>> shift_amount;  
            4'b0110: Result = A | B;       
            4'b0111: Result = A & B;       
            default: Error = 1;            
        endcase
        N = Result[31];           
        Z = (Result == 0);        
        V = ((OPCODE == 4'b0000 && ((A[31] == B[31]) && (Result[31] != A[31]))) || 
             (OPCODE == 4'b1000 && ((A[31] != B[31]) && (Result[31] != A[31]))));  
        C = ((OPCODE == 4'b0000 && A > (32'hFFFFFFFF - B)) || 
             (OPCODE == 4'b1000 && A < B));     
    end
endmodule
==> qor.log <==
qor: outcome.run_status complete, no violations
qor: power.power_per_cell_area 72.1 nW/µm²
qor: final_layout.post-route-util 60.2%
qor: die.initCoreUtil 50.9%
qor: detailed_routing.num_vias 13.1k
qor: die.boundaryPins 105
qor: worst_hold_path.worstHoldPathType in2out
qor: yosys.top_area_share 12.4%
qor: yosys.postSynthAreaPerCell 6.73 µm²
qor: die.dieArea 20,400 µm²
qor: final_layout.fin_area 11,700 µm²
qor: critical_path.worst-setup-path-type in2out
qor: final_layout.finish.cell_count_without_fillers 1,848
qor: grt.grt_overflow 0
qor: yosys.synthesis.instances 1,474
qor: final_timing.post_route_clock_period_utilization 99.3%
qor: yosys.synth-cells-yosys 1,474
qor: detailed_routing.detail-route-antenna-nets 0
qor: final_timing.timing_max_transition_violations_final 0
qor: power.swShare 60.3%
qor: final_timing.headroom_to_the_max_slew_limit 30.6%
qor: grt.grt_first_pass_wirelength 72,700 µm
qor: place.buffer_ports.inserted 105
qor: power.p_leak 4.92 nW
qor: critical_path.critPathArrivalTime 6.66 ns
qor: yosys.synth_warn 1
qor: grt.number_of_antenna_violations_at_the_first_check_in_global_routing 4
qor: final_timing.report.final.hold_viol_count 0
qor: detailed_routing.detailedRoute.firstIterationViolations 1,933
qor: die.core_region_area 19,500 µm²
qor: detailed_routing.drt-pass1-iter-count 24
qor: final_timing.final.setup.tns 0 ns
qor: place.placed_cell_area 11,700 µm²
qor: place.finalWeightedCongestion 1.17
qor: power.p_int 335 µW
qor: critical_path.timing.critical_path.fanout_max 13
qor: grt.first_global_vias 11.4k
qor: final_layout.drive_above_1_share 13.3%
qor: worst_hold_path.min_path_cells 5
qor: worst_hold_path.hold_path_end Result[1]
qor: place.place_worst_setup_slack 0.165 ns
qor: place.place.detailed.instances 1,846
qor: grt.grt_use_total 49.1%
qor: power.peakVddDrop 0.0491 mV
qor: cts.cts_resized 0
qor: yosys.ys_seq_share 0%
qor: detailed_routing.remaining_drc_errors 0
qor: final_timing.period_minus_slack 8.34 ns
qor: final_timing.max_freq 120 MHz
qor: detailed_routing.postRouteWirelength 49,400 µm
qor: yosys.synth_area 9910 µm²
qor: die.die-width 143 µm
qor: die.chipHeight 143 µm
qor: place.detailedPlacementHpwl 39,900 µm
qor: final_layout.seq_cell_count 0
qor: critical_path.critPathCaptureType primary output
qor: yosys.synth_chip_area 9910 µm²
qor: flow_run.tool_warnings 99
qor: yosys.synth.largest_area_cell ha_1
qor: yosys.top_post_synthesis_cells_by_count 154 x nand2_1, 139 x nor2_1, 128 x a21oi_1
qor: final_timing.setup_viol 0
qor: flow_run.maxCapViolations 0
qor: final_layout.areaGrowthSynthToFinish 18.2%
qor: detailed_routing.wire_per_inst 26.7 µm
qor: worst_hold_path.holdCritStartpoint B[3]
qor: yosys.synth.top_cells.by_area ha_1 12%, mux4_2 7.0%, a21oi_1 6.5%
qor: critical_path.required_time_of_the_critical_path 6.72 ns
qor: final_timing.slew_at_the_pin_with_the_worst_max_slew_slack 1.02 ns
qor: final_timing.rsz0062_at_grt no
qor: grt.grt_start_max_net_pins 72
qor: yosys.post_synth_num_cell_types 89
qor: power.net-switching-power 510 µW
qor: critical_path.timing.critical_path.from_type input pin
qor: yosys.synth.most_common_cell nand2_1
qor: die.std_cell_rows 51
qor: final_layout.area.sequential 0 µm²
qor: detailed_routing.viasPerCell 7.08
qor: cts.holdBufCountCts 0
qor: final_timing.final.setup.worst_slack 0.0620 ns
qor: final_layout.clock_buffers 0
qor: cts.cts_setup_buffers 0
## stage by stage
stage	hold WS, ns	power, mW
2_1_floorplan	3.63	0.467
3_3_place_gp	4.58	0.803
3_5_place_dp	4.56	0.802
4_1_cts	4.56	0.807
5_1_grt	4.62	0.890
6_report	4.60	0.845
## layout by cell type (no fill, tap or decap), drive strengths merged, types with 15 or more instances in the layout
cell type	instances
mux2	20
o211ai	23
nand3	32
o22ai	17
nand2	155
a31oi	15
a221o	15
a21o	19
nor2	139
ha	98
buf	121
o221ai	17
a221oi	22
inv	101
o21ai	115
nand4	19
a21oi	128
clkdlybuf4s50	100
mux4	34
nor4	22
mux2i	63
nand2b	16
nor3	30
a211oi	24
## worst max path at each step
stage / startpoint / to / slack (ns) / cells after the start
finish: A[15] / Z / 0.06 / 15
CTS: A[0] / Z / 0.15 / 15
global route: A[19] / Z / 0.04 / 15
## area by class of cell
| cell class | count | area [µm²] |
|---|---|---|
| multi-input cells | 1259 | 9050 |
| diodes | 2 | 5.00 |
| repair buffers | 221 | 1950 |
| well taps | 265 | 332 |
| fillers | 1816 | 7740 |
| inverters | 101 | 379 |
## critical path, cell delays in order
cell             delay, ns
clkdlybuf4s50_1       0.82
inv_1                 0.10
ha_1                  0.58
inv_1                 0.17
a21oi_1               0.24
o31ai_1               0.13
a211oi_1              0.57
o22ai_1               0.14
o21ai_0               0.23
o211ai_1              0.23
or4_1                 0.61
nor3_1                0.32
and4bb_1              0.23
and4_1                0.16
clkdlybuf4s50_1       0.45
## cells by family after synthesis
family / Yosys count / share of synthesized area (%)
buffers and inverters: 215 / 9.02
XOR/XNOR: 11 / 0.972
multiplexers: 117 / 16.5
AND-OR/OR-AND: 533 / 36.6
adder cells (fa/ha/maj): 100 / 12.8
AND/OR/NAND/NOR: 498 / 24.1
## layer usage
metal / share of wire (%) / vias to the layer above / track usage (%)
met5: 0 / - / 0
met4: 4.4 / 0 / 17.9
met3: 16 / 169 / 19.0
met2: 40 / 1092 / 67.6
met1: 40 / 6006 / 69.1
li1: - / 5822 / -
## power groups by stage
stage         Clock [mW]  Combinational, mW  Sequential (mW)
CTS                    0              0.807                0
global route           0              0.890                0
Power figures rest on the tool's default switching activity, not on a simulated workload.
